File: ./constraint.sdc
current_design LVDSIPCoreInit

set clk_period 4.4
set clk_io_pct 0.2

create_clock -name clk0 -period $clk_period [get_ports {clk}]

set non_clock_inputs [all_inputs -no_clocks]
set_input_delay [expr $clk_period * $clk_io_pct] -clock clk0 $non_clock_inputs
set_output_delay [expr $clk_period * $clk_io_pct] -clock clk0 [all_outputs]
File: ./run.sh
#!/bin/bash
# OpenROAD 26Q1-2900-gdf79404cd8, Yosys 0.63+post, stock flow scripts
make -C /OpenROAD-flow-scripts/flow DESIGN_CONFIG=/design/flow/config.mk WORK_HOME=/design/flow/orfs finish
File: ./design.v
module LVDSIPCoreInit (
    input logic clk,
    input logic rst,
    input logic user_mode,         
    input logic rx_locked,          
    input logic rx_dpa_locked,      
    output logic pll_areset,        
    output logic rx_reset,         
    output logic rx_fifo_reset,     
    output logic rx_cda_reset,    
	output logic monitor   
);
	parameter IDLE = 4'b0000;
	parameter USERMODE = 4'b0001;
	parameter MONITOR = 4'b0010;
	parameter D_RX_RST = 4'b0011;
	parameter WAIT_RX_DPA_LOCK = 4'b0100;
	parameter ASSERT_RX_FIFO_RESET = 4'b0101;
	parameter DEASSERT_RX_FIFO_RESET = 4'b0110;
	parameter ASSERT_RX_CDA_RESET = 4'b0111;
	parameter DEASSERT_RX_CDA_RESET = 4'b1000;
	parameter DONE = 4'b1001;
	logic [3:0] state, next;
	always_ff @(posedge clk or posedge rst) begin
        if (rst) begin
            state <= IDLE;
        end else begin
            state <= next;
        end
    end
	 always_comb begin
        case (state)
            IDLE: begin
                if (user_mode) next = USERMODE;
				else next = IDLE;
            end
            USERMODE: next = MONITOR;
            MONITOR: begin
				next = D_RX_RST;
            end
            D_RX_RST: begin
				if (rx_locked) next = WAIT_RX_DPA_LOCK;
				else next = D_RX_RST;
            end
            WAIT_RX_DPA_LOCK: begin
                if (rx_dpa_locked) next = ASSERT_RX_FIFO_RESET;
				else next = WAIT_RX_DPA_LOCK;
            end
            ASSERT_RX_FIFO_RESET: begin
                next = DEASSERT_RX_FIFO_RESET;
            end
			DEASSERT_RX_FIFO_RESET: begin
				next = ASSERT_RX_CDA_RESET;
			end
            ASSERT_RX_CDA_RESET: begin
                next = DEASSERT_RX_CDA_RESET; 
            end
			DEASSERT_RX_CDA_RESET: begin
				next = DONE;
			end
			DONE: begin
				next = DONE;
			end
			default: next = IDLE;
        endcase
    end
	 always_ff @(posedge clk) begin
		case (next)
			IDLE: begin
				pll_areset <= 1'b0;
				rx_reset <= 1'b0;
				rx_fifo_reset <= 1'b0;
				rx_cda_reset <= 1'b0;
				monitor <= 1'b0;
			end
			USERMODE: begin
				pll_areset <= 1'b1;
				rx_reset <= 1'b1;
			end
			MONITOR: begin
				pll_areset <= 1'b0;
				monitor <= 1'b1;
			end
			D_RX_RST: begin
				if (rx_locked)
					rx_reset <= 1'b0;
				monitor <= 1'b0;
			end
			ASSERT_RX_FIFO_RESET: begin
				rx_fifo_reset <= 1'b1;
			end
			DEASSERT_RX_FIFO_RESET: begin
				rx_fifo_reset <= 1'b0;
			end
			ASSERT_RX_CDA_RESET: begin
				rx_cda_reset <= 1'b1;
			end
			DEASSERT_RX_CDA_RESET: begin
				rx_cda_reset <= 1'b0;
			end
			DONE: begin
				pll_areset <= 1'b0;
				rx_reset <= 1'b0;
				rx_fifo_reset <= 1'b0;
				rx_cda_reset <= 1'b0;
			end
			default: begin
				pll_areset <= 1'b0;
				rx_reset <= 1'b0;
				rx_fifo_reset <= 1'b0;
				rx_cda_reset <= 1'b0;
			end
		endcase
     end
endmodule
File: ./config.mk
export PLATFORM = sky130hd
export DESIGN_NAME = LVDSIPCoreInit
export DESIGN_NICKNAME = LVDSIPCoreInit
export VERILOG_FILES = /design/flow/design.v
export SDC_FILE = /design/flow/constraint.sdc
export NUM_CORES = 4
export LEC_CHECK = 1
export CORE_AREA = 10 10 81 81
export DIE_AREA = 0 0 91 91
==> impl_metrics.yaml <==
# synthesis and place-and-route metrics
cells_and_area:
  final_util: 0.192
  area_growth_pct: 31.0
  drive_gt1_frac: 0.147
  nFillCells: 529
routing:
  drt-total-wl_mm: 1.34
  post_drt_via_cell_ratio: 3.87
  vias: 550
  first_pass_iters: 4
  drt-initial-drc-count: 53
  wl_per_cell_um: 9.41
  route.detailed.drc: 0
  diodes: 0
  antenna_left: 0
clock_network:
  path_clk_slew_ns: 0.05
  root_buffer: "clkbuf_8"
  cts_buffer_depth: 2
  cts_max_level: 1
  clock-sinks: 15
  cts.hold.buffers_added: 0
  numCtsBuffers: 3
  clock_latency_ns: 0.24
  cts.repair.resized: 0
  post-cts-setup-buffer-count: 0
  cts_tree: "yes"
synthesis:
  ys_seq_frac: 0.568
  yosys_area_um2: 707
  yosysUniqueCellTypes: 30
  synth.avg_cell_area_um2: 11.4
  syn_inst: 62
  ys.flops: 15
  syn_area_um2: 707
  yosys_warnings: 1
  yosys_cells: 62
critical_path:
  cp-start-kind: "input port"
  crit_type: "input port to flop"
  cp_max_fo: 8
  endpoint_kind: "flop"
  critPathArrivalTime_ns: 2.59
  required_ns: 4.38
timing:
  drv_slew: 0
  min_period_ns: 2.61
  period_used_share: 0.593
  max_freq_mhz: 383
  finClkSkew_ns: 0.00201
  rsz0062_at_grt: "false"
  slew_headroom: 0.647
  setup_slack_ns: 1.79
  hold_viol: 0
  setup_viol: 0
  tightest_slew_ns: 0.528
  tns_ns: 0
flow_run:
  warnings: 25
  maxCapViolations: 0
placement:
  port_buffers: 9
  dp_hpwl_mm: 1.08
  place_congestion: 0.931
  dp_slack_ns: 1.52
global_route:
  grt_use_total: 0.0321
  antenna_found_initial: 0
  grt_pass1_wl_mm: 2.26
  grt_max_degree: 11
  grt_pass1_vias: 483
  grt_overflow_total: 0
status:
  status: "complete, no violations"
floorplan:
  fp_util: 0.147
  rows: 25
  core_um2: 4820
  fp.dieH_um: 91
  io-pin-count: 10
  dieArea_um2: 8280
  dieWidth_um: 91
pwr:
  p_leak_nw: 0.375
  powerDensity_nw_per_um2: 323
  ir_worst_vdd_mv: 0.0922
worst_hold_path:
  hp-class: "flop to flop"
## routing by layer
metal | track usage | share of wire | vias up
li1 | - | - | 268
met1 | 0.0462 | 0.50 | 265
met2 | 0.0406 | 0.37 | 15
met4 | 0.00261 | 0.0090 | 0
met3 | 0.0207 | 0.12 | 2
met5 | 0 | 0 | -
## cell type report
| type | instances | area, µm² | share of cell area |
|---|---|---|---|
| clock buffers | 4 | 45.0 | 0.0486 |
| inverters | 2 | 7.51 | 0.00811 |
| multi-input cells | 45 | 298 | 0.322 |
| flip-flops and latches | 15 | 402 | 0.434 |
| well taps | 67 | 83.8 | 0.0905 |
| repair buffers | 9 | 90.1 | 0.0973 |
## sequential cells by signal, summed over array words and instances (netlist names)
signal,flops
rx_fifo_reset,1
state,10
monitor,1
pll_areset,1
rx_cda_reset,1
rx_reset,1
## cell usage after synthesis (all sizes together)
master / count / area, µm²
nor3b: 1 / 7.51
o311ai: 1 / 8.76
a2111oi: 1 / 15.0
nor3: 3 / 15.0
nor2: 5 / 26.3
or3b: 1 / 8.76
dfrtp: 9 / 225
or4: 1 / 11.3
nand2: 5 / 21.3
or2: 2 / 12.5
a211oi: 1 / 7.51
and2: 2 / 12.5
o41ai: 1 / 8.76
nor2b: 2 / 12.5
o21ai: 5 / 25.0
a31oi: 1 / 6.26
edfxtp: 5 / 150
nor4: 4 / 25.0
a211o: 2 / 26.3
a21oi: 3 / 15.0
dfstp: 1 / 26.3
a21o: 1 / 7.51
inv: 2 / 7.51
o31ai: 1 / 7.51
or3: 2 / 17.5
## layout by cell type, fill, tap and decap left out, drive strengths merged
cell / instances
a2111oi: 1
a211o: 2
a211oi: 1
a21o: 1
a21oi: 3
a31oi: 1
and2: 2
clkbuf: 4
clkdlybuf4s50: 9
dfrtp: 9
dfstp: 1
edfxtp: 5
inv: 2
nand2: 5
nor2: 5
nor2b: 2
nor3: 3
nor3b: 1
nor4: 4
o21ai: 5
o311ai: 1
o31ai: 1
o41ai: 1
or2: 2
or3: 2
or3b: 1
or4: 1
## cell families after synthesis
kind of cell,after synthesis,synth area share
and+or+nand+nor,28,0.241
buffers and inverters,2,0.0106
AOI/OAI and AO/OA,17,0.181
DFF,15,0.568
## critical path: stages
cell and delay, ns:
clkdlybuf4s50_1 0.45, a211o_4 0.38, or3_4 0.40, nor4_1 0.37, a21oi_1 0.11
## per-stage QoR
step | instances | hold slack (ns) | power [mW] | cell area (µm²)
after floorplan | 62 | 0.376 | 0.176 | 707
final | 142 | 0.408 | 0.299 | 926
after global routing | 142 | 0.426 | 0.314 | 926
after detailed placement | 138 | 0.395 | 0.196 | 881
after CTS | 142 | 0.410 | 0.305 | 926
after global placement | 138 | 0.391 | 0.195 | 881
## final timing paths
path | startpoint | endpoint | slack [ns] | depth (start not counted)
max in group asynchronous | rst | state[0] | 3.19 | 2
max | user_mode | rx_fifo_reset | 1.79 | 5
min in group asynchronous | rst | state[5] | 0.91 | 2
max reg2reg | state[1] | rx_fifo_reset | 2.51 | 4
min | state[9] | state[1] | 0.41 | 0
min reg2reg | state[9] | state[1] | 0.41 | 0
## power by group
part,switching [mW],internal (mW)
logic,0.0171,0.0209
clock network,0.0420,0.0640
registers,0.00219,0.153
total,0.0613,0.238
Power figures rest on the tool's default switching activity, not on a simulated workload.
